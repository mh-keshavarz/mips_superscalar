**design/flow/design.v**
```verilog
`timescale 1ns/100ps
module RF(
   input clk,
   input reset,
   input flush,
   input write1,
   input [4:0] WR1,
   input [5:0]Writer1Tag,
   input [31:0] WD1,
   input write2,
   input [4:0] WR2,
   input [5:0]Writer2Tag,
   input [31:0] WD2,  
   input [2:0]reader1Address,
   input [2:0]reader2Address,
   input [2:0]reader3Address,
   input [2:0]reader4Address,
   input [4:0] RR1,
   input [4:0] RR2,
   output  reg[31:0] RD1,
   output reg[5:0] RD1Tag,
   output reg[31:0] RD2,
   output reg[5:0] RD2Tag,   
   input [4:0] RR3,
   input [4:0] RR4,
   output reg[31:0] RD3,
   output reg[5:0] RD3Tag,
   output reg[31:0] RD4,
   output reg[5:0] RD4Tag,
   input [4:0] RR5,
   output reg[31:0] RD5,
   output reg[5:0] RD5Tag,   
   input [4:0] RR6,
   output reg[31:0] RD6,
   output reg[5:0] RD6Tag,   
   input [4:0] RR7,
   output reg[31:0] RD7,
   output reg[5:0] RD7Tag,   
   input [4:0] RR8,
   output reg[31:0] RD8,
   output reg[5:0] RD8Tag,   
   input [4:0]RT1,
   input tag1,
   input [5:0]T1,
   input [4:0]RT2,
   input tag2,
   input [5:0]T2,   
   input [4:0]RT3,
   input tag3,
   input [5:0]T3,
   input [4:0]RT4,
   input tag4,
   input [5:0]T4
);
	reg [31:0] rf_data [0:31];
	reg [5:0] rf_tags [0:31];
	wire [31:0]RB_data1;
	wire [31:0]RB_data2;    
	wire [31:0]RB_data3;
	wire [31:0]RB_data4;
	wire [31:0]RB_data5;
	wire [31:0]RB_data6;    
	wire [31:0]RB_data7;
	wire [31:0]RB_data8;
	assign RB_data1 = rf_data[ RR1 ];
	assign RB_data2 = rf_data[ RR2 ];
	assign RB_data3 = rf_data[ RR3 ];
	assign RB_data4 = rf_data[ RR4 ];
	assign RB_data5 = rf_data[ RR5 ];
	assign RB_data6 = rf_data[ RR6 ];
	assign RB_data7 = rf_data[ RR7 ];
	assign RB_data8 = rf_data[ RR8 ];		
	always@(*)
	begin
		RD1 = (rf_tags[ RR1 ]==0)? rf_data[ RR1 ]:
					(write1==1'b1 && RR1==WR1)? WD1:
					(write2==1'b1 && RR1==WR2)? WD2:rf_data[ RR1 ];
		RD2 = (rf_tags[ RR2 ]==0)? rf_data[ RR2 ]:
					(write1==1'b1 && RR2==WR1)? WD1:
					(write2==1'b1 && RR2==WR2)? WD2:rf_data[ RR2 ];
		RD3 = (rf_tags[ RR3 ]==0)? rf_data[ RR3 ]:
					(write1==1'b1 && RR3==WR1)? WD1:
					(write2==1'b1 && RR3==WR2)? WD2:rf_data[ RR3 ];
		RD4 = (rf_tags[ RR4 ]==0)? rf_data[ RR4 ]:
					(write1==1'b1 && RR4==WR1)? WD1:
					(write2==1'b1 && RR4==WR2)? WD2:rf_data[ RR4 ];
		RD5 = (rf_tags[ RR5 ]==0)? rf_data[ RR5 ]:
					(write1==1'b1 && RR5==WR1)? WD1:
					(write2==1'b1 && RR5==WR2)? WD2:rf_data[ RR5 ];
		RD6 = (rf_tags[ RR6 ]==0)? rf_data[ RR6 ]:
					(write1==1'b1 && RR6==WR1)? WD1:
					(write2==1'b1 && RR6==WR2)? WD2:rf_data[ RR6 ];
		RD7 = (rf_tags[ RR7 ]==0)? rf_data[ RR7 ]:
					(write1==1'b1 && RR7==WR1)? WD1:
					(write2==1'b1 && RR7==WR2)? WD2:rf_data[ RR7 ];
		RD8 = (rf_tags[ RR8 ]==0)? rf_data[ RR8 ]:
					(write1==1'b1 && RR8==WR1)? WD1:
					(write2==1'b1 && RR8==WR2)? WD2:rf_data[ RR8 ];
		if(tag3&&RT3==RR1&&reader1Address>3'b011)
			RD1Tag = T3;
		else if(tag2&&RT2==RR1&&reader1Address>3'b010)
			RD1Tag = T2;
		else if(tag1&&RT1==RR1&&reader1Address>3'b001)
			RD1Tag = T1;
		else
			RD1Tag =( rf_tags[ RR1 ]==0)? rf_tags[ RR1 ]:
					(write1==1'b1 && RR1==WR1)? 0:
					(write2==1'b1 && RR1==WR2)? 0:rf_tags[ RR1 ];
		if(tag3&&RT3==RR2&&reader1Address>3'b011)
			RD2Tag = T3;
		else if(tag2&&RT2==RR2&&reader1Address>3'b010)
			RD2Tag = T2;
		else if(tag1&&RT1==RR2&&reader1Address>3'b001)
			RD2Tag = T1;
		else
			RD2Tag = (rf_tags[ RR2 ]==0)? rf_tags[ RR2 ]:
					(write1==1'b1 && RR2==WR1)? 0:
					(write2==1'b1 && RR2==WR2)? 0:rf_tags[ RR2 ];		
		if(tag3&&RT3==RR3&&reader2Address>3'b011)
			RD3Tag = T3;
		else if(tag2&&RT2==RR3&&reader2Address>3'b010)
			RD3Tag = T2;
		else if(tag1&&RT1==RR3&&reader2Address>3'b001)
			RD3Tag = T1;
		else
			RD3Tag = (rf_tags[ RR3 ]==0)? rf_tags[ RR3 ]:
					(write1==1'b1 && RR3==WR1)? 0:
					(write2==1'b1 && RR3==WR2)? 0:rf_tags[ RR3 ];	
		if(tag3&&RT3==RR4&&reader2Address>3'b011)
			RD4Tag = T3;
		else if(tag2&&RT2==RR4&&reader2Address>3'b010)
			RD4Tag = T2;
		else if(tag1&&RT1==RR4&&reader2Address>3'b001)
			RD4Tag = T1;
		else
			RD4Tag = (rf_tags[ RR4 ]==0)? rf_tags[ RR4 ]:
					(write1==1'b1 && RR4==WR1)? 0:
					(write2==1'b1 && RR4==WR2)? 0:rf_tags[ RR4 ];		
		if(tag3&&RT3==RR5&&reader3Address>3'b011)
			RD5Tag = T3;
		else if(tag2&&RT2==RR5&&reader3Address>3'b010)
			RD5Tag = T2;
		else if(tag1&&RT1==RR5&&reader3Address>3'b001)
			RD5Tag = T1;
		else
			RD5Tag = (rf_tags[ RR5 ]==0)? rf_tags[ RR5 ]:
					(write1==1'b1 && RR5==WR1)? 0:
					(write2==1'b1 && RR5==WR2)? 0:rf_tags[ RR5 ];	
		if(tag3&&RT3==RR6&&reader3Address>3'b011)
			RD6Tag = T3;
		else if(tag2&&RT2==RR6&&reader3Address>3'b010)
			RD6Tag = T2;
		else if(tag1&&RT1==RR6&&reader3Address>3'b001)
			RD6Tag = T1;
		else
			RD6Tag = (rf_tags[ RR6 ]==0)? rf_tags[ RR6 ]:
					(write1==1'b1 && RR6==WR1)? 0:
					(write2==1'b1 && RR6==WR2)? 0:rf_tags[ RR6 ];	
		if(tag3&&RT3==RR7&&reader4Address>3'b011)
			RD7Tag = T3;
		else if(tag2&&RT2==RR7&&reader4Address>3'b010)
			RD7Tag = T2;
		else if(tag1&&RT1==RR7&&reader4Address>3'b001)
			RD7Tag = T1;
		else
			RD7Tag = (rf_tags[ RR7 ]==0)? rf_tags[ RR7 ]:
					(write1==1'b1 && RR7==WR1)? 0:
					(write2==1'b1 && RR7==WR2)? 0:rf_tags[ RR7 ];					
		if(tag3&&RT3==RR8&&reader4Address>3'b011)
			RD8Tag = T3;
		else if(tag2&&RT2==RR8&&reader4Address>3'b010)
			RD8Tag = T2;
		else if(tag1&&RT1==RR8&&reader4Address>3'b001)
			RD8Tag = T1;
		else
			RD8Tag = (rf_tags[ RR8 ]==0)? rf_tags[ RR8 ]:
					(write1==1'b1 && RR8==WR1)? 0:
					(write2==1'b1 && RR8==WR2)? 0:rf_tags[ RR8 ];					
	end
   integer i;
   always @(posedge clk) begin
	  if(!reset) begin
		for(i=0;i<32;i=i+1)
		begin
			rf_data[ i ] <= 0;
			rf_tags[ i ] <= 0;
		end
	  end
	  else begin 
		if(write1) begin
			rf_data[ WR1 ] <= #0.1 WD1;
			if(Writer1Tag == rf_tags[WR1])
				rf_tags[ WR1 ] <= 0;	 
		  end
		  if(write2) begin
			rf_data[ WR2 ] <= #0.1 WD2;
			if(Writer2Tag==rf_tags[WR2])
				rf_tags[ WR2 ] <= 0;	 
		  end
		  if(flush)
		  begin
			for(i=0;i<32;i=i+1)
			begin
				rf_tags[ i ] <= 0;
			end
		  end
		  else begin
				  if(tag1) begin
					rf_tags [RT1] <= T1;
				  end
				  if(tag2) begin
					rf_tags [RT2] <= T2;
				  end
				  if(tag3) begin
					rf_tags [RT3] <= T3;
				  end
				  if(tag4) begin
					rf_tags [RT4] <= T4;
				  end
		  end
	  end
      rf_data[0] <= #0.1 32'h00000000;
   end
endmodule
```
**design/flow/run.sh**
```bash
#!/bin/bash
# OpenROAD 26Q1-2900-gdf79404cd8, Yosys 0.63+post, stock flow scripts
make -C /OpenROAD-flow-scripts/flow DESIGN_CONFIG=/design/flow/config.mk WORK_HOME=/design/flow/orfs finish
```
**design/flow/config.mk**
```make
export PLATFORM = sky130hd
export DESIGN_NAME = RF
export DESIGN_NICKNAME = RF
export VERILOG_FILES = /design/flow/design.v
export SDC_FILE = /design/flow/constraint.sdc
export NUM_CORES = 4
export LEC_CHECK = 1
export CORE_UTILIZATION = 40
```
**design/flow/constraint.sdc**
```tcl
current_design RF

set clk_period 31.3
set clk_io_pct 0.2

create_clock -name clk0 -period $clk_period [get_ports {clk}]

set non_clock_inputs [all_inputs -no_clocks]
set_input_delay [expr $clk_period * $clk_io_pct] -clock clk0 $non_clock_inputs
set_output_delay [expr $clk_period * $clk_io_pct] -clock clk0 [all_outputs]
```
==> ci_impl_report.md <==
## Synthesis and layout report

| Metric | Value |
|---|---|
| Status | finished, violations left |
| Failing checks | antenna violations, max-capacitance violations, max-slew violations |
| Floorplan utilization | 0.403 |
| Fin. max-slew vios | 39 |
| Mapped Area | between 100000 and 150000 sq um |
| Full die area | roughly 370000 sq um |
| Worst-path maximum fanout | between 80 and 90 |
| H-Tree Depth | 4 |
| WP data required | 25.04 ns |
| Die height | 604 microns |
| R2R Path Start | rf_tags[8][2] |
| Cells in synth_stat.txt | between 10000 and 15000 |
| Power Internal | roughly 4200 uW |
| DRT antenna net count | 1 |
| Layout Skew | 0.0749 ns |
| Commonest cells in the netlist | mux4_2, edfxtp_1, clkbuf_1 |
| Post-cts sizing count | 0 |
| R2R cell count | 10 |
| YS chip area | 145000 sq um |
| Post-synth top area cell | mux4_2 |
| Final WS setup | around 11 ns |
| Fill count | ~31000 |
| I/O pins | between 400 and 500 |
| First-pass GRT wire length | between 1000000 and 1500000 microns |
| CP most frequent cell | buf_4 |
| Count of tool warnings | 26 |
| Crit start category | primary input |
| Via count | 140000 |
| Min-delay worst type | register to register |
| Clk sinks | approximately 1200 |
| Post-route minimum period | approximately 20 ns |
| P_leak | around 0.054 uW |
| Worst hold start | rf_tags[7][5] |
| CP max stage delay | about 1.3 ns |
| Clock Path Buffers | 4 |
| Slowest CP cell | a211oi_1 |
| Switch share | 0.390 |
| Fin Setup TNS | 0 ns |
| DRT Pass-1 Iters | 10 |
| I/O Buffers | approximately 500 |
| Number of clock buffers inserted by TritonCTS | 160 |
| Die W | approximately 600 microns |
| Number of setup buffers added after CTS | 0 |
| CP Launch Point | RR1[1] |
| HPWL Detailed | between 600000 and 700000 microns |
| Hold Slack | ~2 ns |
| Metal2 WL | ~370000 microns |
| Worst setup EP type | output port |
| Count of final setup violators | 0 |
| Final Cycle Share | 0.636 |
| Final Hold Fails | 0 |
| Share of cells above drive strength 1 | 0.417 |
| DRT iter0 DRCs | roughly 18000 |
| FF-to-FF setup slack | ~27 ns |
| Ys Warns | 1 |
| Metal-1 WL | 258000 microns |
| Top cells, area | mux4_2, edfxtp_1, a22o_1, mux2i_1, clkbuf_1 |
| Top-area cell type share of the netlist area | 0.459 |
| Row count | around 220 |
| Crit-path cells | buf_8, buf_12, buf_4, mux4_2, nor2_1, a21oi_1, a211oi_1, o2111ai_1, nor2_4, buf_4, or2_2, o211a_1, clkdlybuf4s50_1 |
| Clock power share | 0.299 |
| Setup CP Type | primary input to output port |
| Root Buffer | clkbuf_16 |
| Dominant register cell | edfxtp_1 |
| Actual slew at the worst max-slew pin | between 1.5 and 2 ns |
| Logic gate share of total power | 0.390 |
| EDFF count, synth | roughly 1200 |
| Distinct cells, synth | 82 |
| P&R area growth vs syn | 12.4% |
| Most common cell in the synthesized netlist | mux4_2 |
| Cts hold-fix bufs | 0 |
| Psw | about 2700 uW |
| PwrDens | 42.2 nW/um^2 |
| GRT Overall Usage | 0.558 |
| Maxcap violations | 11 |
| Mapped Cells | around 11000 |
| DR WL met3 | around 210000 microns |
| Routed WL per cell | approximately 60 microns |
| Vias/cell | 8.77 |
| Place WS | ~12 ns |
| Register share after synthesis | 0.249 |
| Core box area | approximately 360000 sq um |
| Clk pin slew, worst setup/hold paths | roughly 0.06 ns |
| Number of global-route vias before repair | 139000 |
| Initial antenna violation count | between 90 and 100 |
| Avg Inst Size Synth | roughly 13 sq um |
| Largest net degree at the start of global routing | slightly below 90 |
| Drt total wl | 953000 microns |
| Flop pwr share | 0.311 |
| Crit path DAT | 13.66 ns |
| Grt ovf | 0 |
| Reg-to-reg endpoint | rf_tags[30][4] |
| Worst-skew pair later-pin latency | roughly 0.95 ns |
| CTS tree | built |
| Hold path depth | 9 |
| Top Layer Used | met5 |
| Slew Limit Headroom | -0.166 |
| Max VDD drop | 0.0461 mV |
| Worst Hold Path EP | rf_tags[15][4] |
| FFs w/ async S/R, synth | 0 |
| Remaining DRCs | 0 |
| Final Wtd Congestion | ~1.2 |
| Setup repair after global routing missed its margin | false |
| Yosys reg bits | around 1200 |
| Fmax | 50.2 MHz |
[registers in the layout, summed over array words and instances (netlist names)]
name / flops
rf_tags: 192
rf_data: 1024
[power groups by stage]
stage	sequential (uW)	combinational (uW)	clock, uW
global route	2140	2650	2080
CTS	2120	2500	2030
finish	2140	2690	2050
[kinds of logic after synthesis]
| kind of cell | synth area share |
|---|---|
| compound gates | 0.131 |
| mux | 0.508 |
| flops | 0.249 |
| buf+inv | 0.0466 |
| xor+xnor | 0.0126 |
| other cells | 0.0000258 |
| simple gates | 0.0519 |
[layout by cell type, fill, tap and decap left out, types with 24 or more instances in the layout]
cell / n
nand2_1: 673
o31a_1: 56
and3_1: 46
a31oi_1: 56
o31ai_1: 53
o22ai_1: 119
dfxtp_1: 32
nor2_1: 375
buf_2: 56
a22o_1: 1005
conb_1: 32
or2_2: 24
a221oi_1: 59
clkdlybuf4s50_1: 405
clkbuf_16: 161
xor2_1: 145
a221o_1: 25
o311a_1: 56
bufinv_16: 25
nand3b_1: 44
a22oi_1: 219
nand3_1: 73
nor2_4: 66
nor2b_1: 29
edfxtp_1: 1184
mux4_2: 2960
xnor2_1: 63
a21oi_1: 218
nor3_1: 129
o211a_1: 56
o21ai_0: 362
mux2i_1: 470
a211oi_1: 52
mux2_2: 192
inv_1: 41
nor4_1: 36
buf_4: 867
diode_2: 206
[per-stage QoR]
stage / power [uW] / utilization / cells / cell area (sq um)
CTS: 6650 / 0.452 / 15800 / 163000
finish: 6880 / 0.453 / 16000 / 163000
floorplan: 3390 / - / 11000 / 145000
global route: 6880 / 0.452 / 15800 / 163000
detailed placement: 4640 / 0.436 / 15500 / 157000
global placement: 4620 / 0.436 / 15500 / 157000
[critical path, delay by kind of cell]
kind / cells / cell delay (ns)
buffers and inverters: 5 / 3.09
multiplexers: 1 / 0.41
AND/OR/NAND/NOR: 3 / 1.14
AND-OR/OR-AND: 4 / 2.38
[worst max-delay path by stage]
| stage | endpoint | slack [ns] |
|---|---|---|
| 4_1_cts | RD1[27] | 12.31 |
| 5_1_grt | RD1[28] | 11.90 |
| 6_report | RD1[28] | 11.38 |
[metal layers]
layer	GRT usage	up-vias
met3	0.521	5564
met4	0.456	296
met2	0.674	17800
met5	0.319	-
met1	0.540	68900
li1	-	47500
[layout make-up]
| class | count | area [sq um] | share of cell area |
|---|---|---|---|
| multi-input cells | 8053 | 103000 | 0.632 |
| flip-flops and latches | 1216 | 36200 | 0.222 |
| repair buffers | 1373 | 11600 | 0.0709 |
| well taps | 4773 | 5970 | 0.0366 |
| clock buffers | 184 | 4160 | 0.0255 |
| clock inverters | 104 | 1330 | 0.00815 |
| diodes | 206 | 515 | 0.00316 |
| inverters | 56 | 248 | 0.00152 |
Power figures rest on the tool's default switching activity, not on a simulated workload.
